File: flow/design.v
module clk_divider #(parameter DIV=2)
    (input clk, input rst, output reg divided_clk);
wire [$clog2(DIV)-1:0] cnt;
initial begin
    divided_clk <= 0;
end
always@(posedge clk) begin
    divided_clk <= (cnt < DIV / 2) ? 1'b1 : 1'b0;
end
param_counter #(.STEP(1), .UPPER_BOUND(DIV))
        counter(.clk(clk),
                .rst(rst),
                .cnt(cnt));
endmodule
module debouncer (
    input clk, input clock_enable, input in_signal,
    output out_signal, output out_signal_enable
    );
    localparam UPPER_BOUND = 16;
    wire rst, tmp;
    wire synch;
    synchronizer synchronizer_inst(.d(in_signal), .clk(clk), .out(synch));
    reg out_signal_reg        = 0;
    reg out_signal_enable_reg = 0;
    wire [$clog2(UPPER_BOUND)-1:0] streak;
    param_counter #(.UPPER_BOUND(UPPER_BOUND))
        counter(.clk(clk), .rst(rst), .cnt(streak));
    assign out_signal_enable = out_signal_enable_reg;
    assign out_signal = out_signal_reg;
    assign tmp = (streak == UPPER_BOUND-1) && clock_enable;
    assign rst = synch ~^ out_signal_reg;
    always @(posedge clk) begin
        out_signal_enable_reg <= tmp & synch;
        if (tmp)
            out_signal_reg <= synch;
        else
            out_signal_reg <= out_signal_reg;
    end
endmodule
`timescale 1ns / 1ps
module param_counter #(
    parameter STEP = 1,
    parameter UPPER_BOUND = 65536)(
    input clk, input rst,
    output reg [$clog2(UPPER_BOUND)-1:0] cnt
    );
    initial 
        cnt <= 0;
    always@(posedge clk) begin
        if (rst)
            cnt <= 0;
        else
            cnt <= (cnt + STEP) % UPPER_BOUND;
    end
endmodule
`timescale 1ns / 1ps
module segment_controller(
    input clk,
    input [31:0] NUMB,
    input [7:0] MASK,
    output reg [7:0] anodes,
    output reg [7:0] cathodes
);
    wire [2:0] current_number_digit;    
    reg [3:0] current_digit;
    integer i;
    initial begin
        i             <= 0;
        anodes        <= 8'b11111111;
        current_digit <= 0;
        cathodes      <= 8'b11111111;
    end
    always@(current_number_digit) begin
        case(current_number_digit)
        3'b000: current_digit = NUMB[3:0];
        3'b001: current_digit = NUMB[7:4];
        3'b010: current_digit = NUMB[11:8];
        3'b011: current_digit = NUMB[15:12];
        3'b100: current_digit = NUMB[19:16];
        3'b101: current_digit = NUMB[23:20];
        3'b110: current_digit = NUMB[27:24];
        3'b111: current_digit = NUMB[31:28];
        endcase
    end
    always@(posedge clk) begin
        case(current_digit)
        4'h0: cathodes <= 8'b11000000;
        4'h1: cathodes <= 8'b11111001;
        4'h2: cathodes <= 8'b10100100;
        4'h3: cathodes <= 8'b10110000;
        4'h4: cathodes <= 8'b10011001;
        4'h5: cathodes <= 8'b10010010;
        4'h6: cathodes <= 8'b10000010;
        4'h7: cathodes <= 8'b11111000;
        4'h8: cathodes <= 8'b10000000;
        4'h9: cathodes <= 8'b10010000;
        4'ha: cathodes <= 8'b10001000;
        4'hb: cathodes <= 8'b10000011;
        4'hc: cathodes <= 8'b11000110;
        4'hd: cathodes <= 8'b10100001;
        4'he: cathodes <= 8'b10000110;
        4'hf: cathodes <= 8'b10001110;
        default: cathodes <= 8'b11111111;
        endcase
        i = current_number_digit;
        if ((MASK & (1 << i)) == 0) begin
            case(current_number_digit)
            4'h0: anodes <= 8'b11111110;
            4'h1: anodes <= 8'b11111101;
            4'h2: anodes <= 8'b11111011;
            4'h3: anodes <= 8'b11110111;
            4'h4: anodes <= 8'b11101111;
            4'h5: anodes <= 8'b11011111;
            4'h6: anodes <= 8'b10111111;
            4'h7: anodes <= 8'b01111111;
            default: anodes <= 8'b11111111;
            endcase
        end
        else
            anodes <= 8'b11111111;
    end
    param_counter #(.UPPER_BOUND(8)) 
        counter(.clk(clk), .rst(1'b0), .cnt(current_number_digit));
endmodule
`timescale 1ns / 1ps
module shift_reg(
        input clk,
        input reset,
        input enter,
        input [3:0] switches,
        output reg [7:0] MASK,
        output reg [31:0] NUMB
    );
    initial begin
        NUMB <= 0;
        MASK <= 8'b11111111;
    end
    always@(posedge clk) begin
        if (enter) begin
            NUMB <= {NUMB[27:0], switches};
            MASK <= MASK << 1;
        end
        else if (reset) begin
            NUMB <= 0;
            MASK <= 8'b11111111;
        end
        else begin
            NUMB <= NUMB;
        end
    end
endmodule
`timescale 1ns / 1ps
module synchronizer(
    input d, input clk,
    output out
    );
    reg a, b;
    initial begin
        a = 0;
        b = 0;
    end
    always@ (posedge clk) begin
        a <= d;
        b <= a;
    end
    assign out = b;
endmodule
module top(
    input clk100mhz,
    input enter,
    input reset,
    input [3:0] switches,
    output [7:0] anodes,
    output [7:0] cathodes
);
wire enter_sync, reset_sync;
wire enter_sync_enable, reset_sync_enable;
wire [31:0] numb;
wire clk100khz;
wire [7:0] MASK;
debouncer enter_debouncer(
    .clock_enable      (1'b1             ),
    .in_signal         (enter            ),
    .out_signal        (enter_sync       ),
    .out_signal_enable (enter_sync_enable),
    .clk               (clk100mhz        )
);
debouncer resest_debouncer(
    .clock_enable      (1'b1             ),
    .in_signal         (reset            ),
    .out_signal        (reset_sync       ),
    .out_signal_enable (reset_sync_enable),
    .clk               (clk100mhz        )
);
clk_divider #(
    .DIV(10)
)
clk_divider_100khz(
    .divided_clk (clk100khz),
    .clk         (clk100mhz),
    .rst         (1'b0     )
);
shift_reg shift_reg_inst(
    .switches (switches  ),
    .NUMB     (numb      ),
    .MASK     (MASK      ),
    .clk      (clk100mhz ),
    .reset    (reset_sync_enable),
    .enter    (enter_sync_enable)
);
segment_controller controller(
    .NUMB     (numb     ),
    .MASK     (MASK     ),
    .anodes   (anodes   ),
    .cathodes (cathodes ),
    .clk      (clk100khz)
);
endmodule
File: flow/run.sh
#!/bin/bash
# OpenROAD 26Q1-2900-gdf79404cd8, Yosys 0.63+post, stock flow scripts
make -C /OpenROAD-flow-scripts/flow DESIGN_CONFIG=/design/flow/config.mk WORK_HOME=/design/flow/orfs finish
File: flow/config.mk
export PLATFORM = sky130hd
export DESIGN_NAME = top
export DESIGN_NICKNAME = top
export VERILOG_FILES = /design/flow/design.v
export SDC_FILE = /design/flow/constraint.sdc
export NUM_CORES = 4
export LEC_CHECK = 1
export CORE_UTILIZATION = 30
File: flow/constraint.sdc
current_design top

set clk_period 3.6
set clk_io_pct 0.2

create_clock -name clk0 -period $clk_period [get_ports {clk100mhz}]

set non_clock_inputs [all_inputs -no_clocks]
set_input_delay [expr $clk_period * $clk_io_pct] -clock clk0 $non_clock_inputs
set_output_delay [expr $clk_period * $clk_io_pct] -clock clk0 [all_outputs]
==> impl_metrics.ini <==
; physical design summary
[run_status]
outcome = complete, no violations

[finish]
top_regs = shift_reg_inst.NUMB: 32 flops, controller.anodes: 8 flops, shift_reg_inst.MASK: 8 flops
combGateArea_um2 = 1350
synthToLayoutAreaGrowth_pct = 19.4
mostFrequentLayoutCell = edfxtp_1
largest_register_ffs = 32
final_area_um2 = 4140
final-seq-area_um2 = 1990
lay_top_cells = edfxtp_1 (41), dfxtp_1 (38), and2_1 (35)
fin_cells = 457
fillCellCount = 1063
drive_gt1_share_pct = 11.4
top_register = shift_reg_inst.NUMB

[power]
peakVddDrop_mv = 0.234
power.leakage_nw = 1.58
p_per_area_nw_per_um2 = 411

[sta]
unclocked_pins = 18
hold_violations = 0
post-route-period-util_pct = 58.4
rsz0062_at_grt = false
maxSlewViolCount = 0
skew_ns = 0.00612
untimed_endpoints = 33
setup_viol = 0
worstMarginPinSlew_ns = 0.542
relSlewSlack_pct = 63.6
max_freq_mhz = 476
final.min_clock_period_ns = 2.10
fin_ws_ns = 1.50
tns_ns = 0

[worst_setup_path]
arrival_ns = 2.34
path_delay_family = adder cells
reg2reg_depth = 8
critical_path_required_ns = 3.84
critPathMaxFanout = 11
regToRegEndpoint = clk_divider_100khz.counter.cnt[2]
critPathSlowestCell = dfxtp_1
r2r_setup_slack_ns = 1.50
crit_type = flop to flop
r2r_start = clk_divider_100khz.counter.cnt[0]
critPathCaptureType = flop
cpPeakStageDelay_ns = 0.43
path_cells = ha_1 -> and2_1 -> a21oi_1 -> ha_1 -> nand4b_1 -> a32oi_1 -> o21ai_0 -> o31ai_1
critPathLaunchType = flop
cpMostUsedCell = ha_1
worst-path-buf-inv = 0

[die]
fp.dieW_um = 109
core_um2 = 11000
dieHeight_um = 109
initCoreUtil_pct = 31.4
std_cell_rows = 38
die_area_um2 = 12000
num_io_pins = 23

[placement]
dpl.hpwl_mm = 3.68
gp_congestion = 0.827
portBuffers = 21
dp_slack_ns = 1.53
place_inst = 441
placed_cell_area_um2 = 3790

[global_routing]
grt_pass1_wl_mm = 9.34
grt_usage_pct = 10.3
grt_max_degree = 43
overflow = 0
antenna_found_initial = 0
grt-busiest-layer = met2
met3_usage_pct = 2.11
use_met1_pct = 15.6
grt_pass1_vias = 2013
grtUsageMet2_pct = 15.9

[cts]
cts_tree = built
postCtsResizedCells = 0
clk_pin_slew_ns = 0.05
clk_latency_ns = 0.32
clockBufferDepth = 2
cts.htree.levels = 3
hold_buffers = 0
post_cts_buffers = 0
cts_root_buf = clkbuf_16
cts_made_buffers = 9

[min_path]
min_delay_worst_endpoint = resest_debouncer.synchronizer_inst.b
hold_depth = 0
hold_start = resest_debouncer.synchronizer_inst.a
hp-class = flop to flop

[flow_run]
warning_count = 37
max-cap-violations = 0

[detailed_routing]
viasPerCell = 4.59
n_antenna_cell = 0
ant_nets = 0
vias = 2097
drc = 0
detail_route.iter0.violations = 89
drt-total-wl_mm = 5.55
post_drt_wl_per_cell_um = 12.1
first_pass_iters = 4

[synth]
ys_async_sr_fraction_pct = 0
synthFlopType = edfxtp_1
edf_count = 41
netlist_area_um2 = 3470
avgSynthCellArea_um2 = 11.9
numSynthFlops = 79
ys_seq_share_pct = 57.5
ys_warn_count = 8
ys_cells = 291
syn_inst = 291
synth_cell_types = 49
yosys_area_um2 = 3470
==> cell usage after synthesis, types with 2 or more instances <==
master	count	area share, %
a22oi_1	4	0.87
o31ai_1	2	0.43
a22o_2	2	0.58
and2_1	35	6.3
a31oi_4	2	1.2
o32ai_1	2	0.51
ha_1	19	6.9
nor2b_1	2	0.36
a221oi_1	5	1.3
buf_6	2	0.65
and3_1	4	0.72
nand3_1	3	0.43
xor2_1	3	0.76
mux2i_1	7	2.0
a21oi_1	8	1.2
or2_2	2	0.36
o22ai_1	3	0.54
inv_1	14	1.5
a211oi_1	2	0.43
dfxtp_1	38	22
nor3_1	4	0.58
xnor2_1	6	1.5
clkbuf_1	8	0.87
mux2_2	8	2.6
edfxtp_1	41	36
a22o_1	2	0.51
buf_4	2	0.43
nand2_1	29	3.1
nand2b_1	2	0.36
nor2_1	11	1.2
==> stage by stage <==
step | util [%] | total power (W) | hold WS [ns]
finish | 37.5 | 0.00170 | 0.325
global route | 37.5 | 0.00175 | 0.336
CTS | 37.5 | 0.00172 | 0.328
detailed placement | 34.4 | 0.000784 | 0.315
global placement | 34.4 | 0.000783 | 0.314
floorplan | - | 0.000776 | 0.310
==> cell families (layout without fill, tap and decap cells) <==
family          Yosys count  after routing  synth area share [%]
mux                      15             15                  4.62
buf+inv                  27             53                  3.57
fa+ha+maj                19             19                  6.86
xor+xnor                  9              9                  2.27
compound gates           40             40                  9.42
simple gates            101            101                  15.7
other cells               1              1                 0.108
flops                    79             79                  57.5
==> how the worst max path moves through the flow <==
| stage | slack, ns | cells past startpoint | start | end |
|---|---|---|---|---|
| 6_report | 1.50 | 8 | clk_divider_100khz.counter.cnt[0] | clk_divider_100khz.counter.cnt[2] |
| 5_1_grt | 1.37 | 8 | clk_divider_100khz.counter.cnt[0] | clk_divider_100khz.counter.cnt[2] |
| 4_1_cts | 1.51 | 8 | clk_divider_100khz.counter.cnt[0] | clk_divider_100khz.counter.cnt[2] |
==> report_power, final <==
part | total, W | switching [W] | internal [W]
logic | 0.0000168 | 0.00000529 | 0.0000116
registers | 0.000753 | 0.00000483 | 0.000748
clock network | 0.000930 | 0.000299 | 0.000631
total | 0.00170 | 0.000309 | 0.00139
==> worst reg2reg max path: cells and delay by family (launching register included) <==
| family | cells | cell delay, ns |
|---|---|---|
| AND-OR/OR-AND | 4 | 0.56 |
| flip-flops | 1 | 0.43 |
| AND/OR/NAND/NOR | 2 | 0.37 |
| adder cells (fa/ha/maj) | 2 | 0.66 |
==> per-layer routing <==
layer	routed length, um	vias up
li1	-	1065
met1	2800	974
met2	2380	48
met3	263	10
met4	104	0
met5	0	-
==> area by class of cell <==
type | instances | area share (%)
sequential | 79 | 48.1
multi-input combinational | 185 | 32.6
clock buffer | 14 | 7.92
timing repair buffer | 23 | 5.44
tap | 140 | 4.23
inverter | 14 | 1.27
clock inverter | 2 | 0.363
Power is estimated from default activity; no workload was simulated.
